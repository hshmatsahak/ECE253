--- config.mk ---
export PLATFORM = sky130hd
export DESIGN_NAME = part3
export DESIGN_NICKNAME = part3
export VERILOG_FILES = /design/flow/design.v
export SDC_FILE = /design/flow/constraint.sdc
export NUM_CORES = 4
export LEC_CHECK = 1
export CORE_AREA = 10 10 70 70
export DIE_AREA = 0 0 80 80
--- constraint.sdc ---
current_design part3

set clk_period 1.4
set clk_io_pct 0.2

create_clock -name clk0 -period $clk_period

set non_clock_inputs [all_inputs -no_clocks]
set_input_delay [expr $clk_period * $clk_io_pct] -clock clk0 $non_clock_inputs
set_output_delay [expr $clk_period * $clk_io_pct] -clock clk0 [all_outputs]
--- design.v ---
module part3(SW, HEX0);
	input [9:0] SW;
	output [6:0] HEX0;
	wire c3 = SW[3];
	wire c2 = SW[2];
	wire c1 = SW[1];
    wire c0 = SW[0];
	assign HEX0[0] = ((!c3)&(!c2)&(!c1)&(c0)) | ((!c3)&(c2)&(!c1)&(!c0)) | ((c3)&(!c2)&(c1)&(c0)) | ((c3)&(c2)&(!c1)&(c0));
	assign HEX0[1] = ((!c3)&(c2)&(!c1)&(c0)) | ((!c3)&(c2)&(c1)&(!c0)) | ((c3)&(!c2)&(c1)&(c0)) | ((c3)&(c2)&(!c1)&(!c0)) | ((c3)&(c2)&(c1)&(!c0)) | ((c3)&(c2)&(c1)&(c0));
	assign HEX0[2] = ((!c3)&(!c2)&(c1)&(!c0)) | ((c3)&(c2)&(!c1)&(!c0)) | ((c3)&(c2)&(c1)&(!c0)) | ((c3)&(c2)&(c1)&(c0));
	assign HEX0[3] = ((!c3)&(!c2)&(!c1)&(c0)) | ((!c3)&(c2)&(!c1)&(!c0)) | ((!c3)&(c2)&(c1)&(c0)) | ((c3)&(!c2)&(!c1)&(c0)) | ((c3)&(!c2)&(c1)&(!c0)) | ((c3)&(c2)&(c1)&(c0));
	assign HEX0[4] = ((!c3)&(!c2)&(!c1)&(c0)) | ((!c3)&(!c2)&(c1)&(c0)) | ((!c3)&(c2)&(!c1)&(!c0)) | ((!c3)&(c2)&(!c1)&(c0)) | ((!c3)&(c2)&(c1)&(c0)) | ((c3)&(!c2)&(!c1)&(c0));
	assign HEX0[5] = ((!c3)&(!c2)&(!c1)&(c0)) | ((!c3)&(!c2)&(c1)&(!c0)) | ((!c3)&(!c2)&(c1)&(c0)) | ((!c3)&(c2)&(c1)&(c0)) | ((c3)&(c2)&(!c1)&(c0));
	assign HEX0[6] = ((!c3)&(!c2)&(!c1)&(!c0)) | ((!c3)&(!c2)&(!c1)&(c0)) | ((!c3)&(c2)&(c1)&(c0)) | ((c3)&(c2)&(!c1)&(!c0));
endmodule
--- run.sh ---
#!/bin/bash
# OpenROAD 26Q1-2900-gdf79404cd8, Yosys 0.63+post, stock flow scripts
make -C /OpenROAD-flow-scripts/flow DESIGN_CONFIG=/design/flow/config.mk WORK_HOME=/design/flow/orfs finish
==> flow_summary.json <==
{
  "run_status": "finished with violations",
  "failed_checks": "setup timing",
  "netlist_top_cells_area": "sky130_fd_sc_hd__buf_6 9.0%, sky130_fd_sc_hd__a211o_1 7.0%, sky130_fd_sc_hd__nand4b_1 7.0%, sky130_fd_sc_hd__xnor2_1 7.0%, sky130_fd_sc_hd__o211ai_1 6.0%",
  "grt-ovfl-total": 0,
  "yosys_warnings": 0,
  "hpwlAfterDp_um": 533,
  "tool_warnings": 40,
  "setup_violations": 6,
  "grt_antenna_before_repair": 0,
  "timing.critical_path.fanout_max": 2,
  "floorplanUtilization_pct": 7.33,
  "max_cap_violations": 0,
  "worstPathArrival_ns": 1.26,
  "wirelength_um": 927,
  "vias_after_detailed_routing": 344,
  "holdBufCountCts": 0,
  "slew_viol_final": 0,
  "post_synth_num_cell_types": 25,
  "critPathRequiredTime_ns": 1.12,
  "total_power_mw": 0.145,
  "layout.cells.most_common_list": "13 x sky130_fd_sc_hd__buf_6, 10 x sky130_fd_sc_hd__buf_2, 8 x sky130_fd_sc_hd__buf_4",
  "critPathLaunchType": "primary input",
  "fp.coreArea_um2": 3420,
  "timing.critical_path.to_type": "primary output",
  "core.rowCount": 21,
  "vias_per_cell": 3.28,
  "final.fill_count": 385,
  "routed_wire_length_per_instance_um": 8.83,
  "first_pass_iters": 3,
  "ys_seq_share_pct": 0,
  "ir_worst_vdd_mv": 0.0454,
  "detail_route.iter0.violations": 8,
  "logic_area_um2": 234,
  "tightest_slew_ns": 0.206,
  "finalSetupTns_ns": -0.355,
  "sequential_cell_area_um2": 0,
  "setup_slack_ns": -0.139,
  "maximum_number_of_pins_on_one_net_before_global_route_repair": 9,
  "power_per_cell_area_nw_per_um2": 264,
  "first_global_vias": 355,
  "slew_headroom_pct": 86.2,
  "synthDominantCellAreaShare_pct": 9.00,
  "grt_setup_unrepaired": "true",
  "die.size.x_um": 80,
  "antenna_violating_nets_remaining": 0,
  "ff_count": 0,
  "synth_area_um2": 250,
  "drive_above_1_share_pct": 61.0,
  "chip_area_um2": 6400,
  "die_h_um": 80,
  "synth_area_per_cell_um2": 7.82,
  "power_leakage_nw": 0.255,
  "wire_length_of_the_first_global_routing_pass_um": 1640,
  "grt_util_all_layers_pct": 2.93,
  "leading_area_contributor_after_synthesis": "sky130_fd_sc_hd__buf_6",
  "io_buffers": 11,
  "min_period_ns": 1.54,
  "area.growth.synth_to_final_pct": 120,
  "min_period_over_period_pct": 110,
  "synth.yosys.chip_area_um2": 250,
  "yosys-stat-cells": 32,
  "critical_path_class": "primary input to primary output",
  "pin_count": 17,
  "remaining_drc_errors": 0,
  "final_weighted_congestion_in_routability_driven_placement": 0.709,
  "gate_count_of_the_mapped_netlist": 32,
  "maxClockFrequency_ghz": 0.650,
  "final_common_cell": "sky130_fd_sc_hd__buf_6",
  "report.final.hold_viol_count": 0,
  "hold_path_class": "primary input to primary output",
  "nClkBuffers": 0,
  "num_antenna_cells": 0,
  "detailedPlace.worstSlack_ns": -0.876
}
final timing paths:
check,cells past startpoint,end,start
worst min-delay path,3,HEX0[2],SW[0]
worst max-delay path,6,HEX0[2],SW[2]
repair_timing:
item / 4_1_cts / 5_1_grt
gates resized: 55 / 1
gates cloned: 3 / 0
setup endpoints to repair: 7 / 7
pin swaps: 9 / 2
buffers inserted: 10 / 0
power by group:
group          switching (mW)  internal [mW]  total (mW)
logic                  0.0534         0.0920       0.145
registers                   0              0           0
clock network               0              0           0
total                  0.0534         0.0920       0.145
cell type report:
| cell class | instances | area share (%) |
|---|---|---|
| inverters | 1 | 0.680 |
| well taps | 46 | 10.4 |
| multi-input cells | 27 | 42.4 |
| repair buffers | 31 | 46.5 |
per-layer routing:
layer	wire length (um)	track usage, %	up-vias
met2	428	5.22	4
met5	0	0	-
met1	478	3.96	159
met3	20	0.227	0
met4	0	0	0
li1	-	-	181
cells by family after synthesis:
kind of cell,after synthesis,synth area share (%)
buffers and inverters,5,15.5
XOR/XNOR,2,7.00
AND-OR/OR-AND,9,26.0
AND/OR/NAND/NOR,16,51.5
synth_stat cells:
cell / n
sky130_fd_sc_hd__o211ai_1: 2
sky130_fd_sc_hd__nor2b_1: 1
sky130_fd_sc_hd__buf_4: 1
sky130_fd_sc_hd__nand4b_1: 2
sky130_fd_sc_hd__nand2b_1: 1
sky130_fd_sc_hd__nor4b_1: 1
sky130_fd_sc_hd__or3b_1: 1
sky130_fd_sc_hd__a21boi_0: 1
sky130_fd_sc_hd__nand3_1: 2
sky130_fd_sc_hd__o21a_1: 1
sky130_fd_sc_hd__or4b_1: 1
sky130_fd_sc_hd__or3b_2: 1
sky130_fd_sc_hd__inv_1: 1
sky130_fd_sc_hd__nand4bb_1: 1
sky130_fd_sc_hd__a211o_1: 2
sky130_fd_sc_hd__nand2_1: 1
sky130_fd_sc_hd__o21ai_0: 2
sky130_fd_sc_hd__and2b_1: 1
sky130_fd_sc_hd__xnor2_1: 2
sky130_fd_sc_hd__buf_6: 2
sky130_fd_sc_hd__buf_2: 1
sky130_fd_sc_hd__or3_1: 1
sky130_fd_sc_hd__a22oi_1: 1
sky130_fd_sc_hd__and4b_2: 1
sky130_fd_sc_hd__and4bb_2: 1
critical path, cell delays in order:
cell	delay (ns)
sky130_fd_sc_hd__buf_6	0.10
sky130_fd_sc_hd__buf_6	0.10
sky130_fd_sc_hd__buf_6	0.10
sky130_fd_sc_hd__or4b_1	0.46
sky130_fd_sc_hd__o211ai_1	0.10
sky130_fd_sc_hd__buf_2	0.13
per-stage QoR:
stage	hold WS (ns)	cells	instance area, um^2	utilization, %
after floorplan	0.664	32	250	-
after CTS	0.945	105	547	16.0
after global routing	0.990	105	552	16.2
final	0.926	105	552	16.2
after global placement	1.67	92	435	12.7
after detailed placement	1.66	92	435	12.7
Power is estimated from default activity; no workload was simulated.
